`design/flow/config.mk`:
```
export PLATFORM = sky130hd
export DESIGN_NAME = top
export DESIGN_NICKNAME = top
export VERILOG_FILES = /design/flow/design.v
export SDC_FILE = /design/flow/constraint.sdc
export NUM_CORES = 4
export LEC_CHECK = 1
export CORE_UTILIZATION = 30
```
`design/flow/design.v`:
```
module out_trigger 
(
    input clock,           
    input n_reset,         
    input new_pattern_in,
    input [1:0] pulse_rate,
    output reg [5:0] led    
);
localparam  PULSE_WIDTH_1 = 27000,   
            PULSE_WIDTH_2 = 54000,   
            PULSE_WIDTH_3 = 135000,  
            PULSE_WIDTH_4 = 270000;  
reg [24:0] pulse_counter;
reg [24:0] pulse_width;
localparam  RATE1 = 2'b00,
            RATE2 = 2'b01,
            RATE3 = 2'b10,
            RATE4 = 2'b11;
reg [1:0] state;
localparam  IDLE = 2'b00,
            PULSE_SELECT = 2'b01,
            START = 2'b10,
            DONE = 2'b11;
always @(posedge clock or negedge n_reset)
begin
    if (!n_reset)
      begin
        pulse_counter <= 0;
        pulse_width <= PULSE_WIDTH_1;
		led <= 6'b111111;  
        state <= IDLE;
      end
    else 
      begin
        case(state)
            IDLE:
                if (new_pattern_in)  
                    state <= PULSE_SELECT;
            PULSE_SELECT:
              begin
                case(pulse_rate)
                    RATE1: pulse_width <= PULSE_WIDTH_1;
                    RATE2: pulse_width <= PULSE_WIDTH_2;
                    RATE3: pulse_width <= PULSE_WIDTH_3;
                    RATE4: pulse_width <= PULSE_WIDTH_4;
                endcase
                pulse_counter <= 0;
                state <= START;
              end
            START:
              begin
                if (pulse_counter < pulse_width - 1'b1)  
                  begin
                    led <= 6'b111110;
                    pulse_counter <= pulse_counter + 1'b1;
                  end
                else
                    state <= DONE;
              end
            DONE:
              begin
                led <= 6'b111111;
                pulse_width <= PULSE_WIDTH_1;
                state <= IDLE;
              end
        endcase
      end
end
endmodule
module top #(parameter  BAUDRATE =  115200, 
                        CLOCK_FREQ = 27000000)
(
    input sys_clk,           
    input sys_rst_n,         
    input rx,
    input button,
    output wire tx,
    output wire [5:0] led    
);
localparam  CHARACTER = 8'h45,  
            RECEIVED = 8'h52,    
            ASCII_A = 8'h41,
            ASCII_B = 8'h42,
            ASCII_C = 8'h43,
            ASCII_D = 8'h44;
wire [7:0] rx_data;
reg [7:0] copy_rx_data;
wire rx_ready;
reg rx_ready_prev;
wire rx_ready_pulse;
reg tx_start;
reg [7:0] send_data;
reg [7:0] tx_data;
wire tx_busy;
reg button_prev;
wire button_falling_edge;
reg new_pattern_in; 
reg [1:0] pulse_rate;
reg [1:0] state;
localparam  IDLE = 2'b00,
            RX_PROCESS = 2'b01,
            TX_SEND = 2'b10;
uart_rx  #(.BAUDRATE(BAUDRATE), .CLOCK_FREQ(CLOCK_FREQ)) 
        rx1 (.clock(sys_clk), .n_reset(sys_rst_n), .rx(rx), .data_out(rx_data), .rx_ready(rx_ready));
uart_tx  #(.BAUDRATE(BAUDRATE), .CLOCK_FREQ(CLOCK_FREQ)) 
        tx1 (.clock(sys_clk), .n_reset(sys_rst_n), .tx_start(tx_start), .data_in(tx_data), .tx(tx), .tx_busy(tx_busy));
out_trigger outt1 (.clock(sys_clk), .n_reset(sys_rst_n), .new_pattern_in(new_pattern_in), .pulse_rate(pulse_rate), .led(led));
always @(posedge sys_clk or negedge sys_rst_n)
begin
	if (!sys_rst_n)
	  begin  
		tx_start <= 0; 
		tx_data <= 8'h00;  
        new_pattern_in <= 0;
        rx_ready_prev <= 0;
        copy_rx_data <= 0;
        pulse_rate <= 0;
        send_data <= 0;
        button_prev <= 0;
        state <= IDLE;
	  end
	else
	  begin
        rx_ready_prev <= rx_ready;
        button_prev <= button;
        new_pattern_in <= 0;
        tx_start <= 0;
        case(state)
            IDLE:
              begin
                tx_data <= 8'h00;
                if (rx_ready_pulse)  
                  begin
                    tx_start <= 0;
                    copy_rx_data <= rx_data;  
                    if (rx_data != 8'h00)
                        state <= RX_PROCESS;
                  end
                else if (button_falling_edge && !tx_busy)
                  begin
                    send_data <= CHARACTER;
                    state <= TX_SEND;
                  end
              end
            RX_PROCESS:
              begin
                if (copy_rx_data >= ASCII_A && copy_rx_data <= ASCII_D)
                  begin
                    new_pattern_in <= 1;
                    send_data <= RECEIVED;   
                    case(copy_rx_data)
                        ASCII_A: pulse_rate <= 2'b00;
                        ASCII_B: pulse_rate <= 2'b01;
                        ASCII_C: pulse_rate <= 2'b10;
                        ASCII_D: pulse_rate <= 2'b11;
                    endcase
                    state <= TX_SEND; 
                  end
                else
                  begin
                    new_pattern_in <= 0;
                    send_data <= 0;
                    state <= IDLE;
                  end
                copy_rx_data <= 0;  
              end
            TX_SEND:
              begin
                tx_data <= send_data;  
                send_data <= 0;
                tx_start <= 1;
                state <= IDLE;
              end
        endcase	  
	  end
end
assign rx_ready_pulse = rx_ready & ~rx_ready_prev;
assign button_falling_edge = button_prev & ~button;
endmodule 
module uart_rx #(parameter  BAUDRATE = 115200, 
                            CLOCK_FREQ = 27000000)
(
    input clock,           
    input n_reset,         
    input rx,
    output reg [7:0] data_out,
    output reg rx_ready
);
reg [15:0] baud_counter; 
reg [3:0] bit_idx;
reg [7:0] rx_shift;
reg rx_sync_1;
reg rx_sync_2;
localparam  BAUD_TICKS = CLOCK_FREQ / BAUDRATE; 
reg [1:0] state;
localparam  IDLE = 2'b00,
            START = 2'b01,  
            READ = 2'b10,
            DONE = 2'b11;
always @(posedge clock or negedge n_reset) 
begin
    if (!n_reset)
      begin
        data_out <= 8'h00;
        rx_shift <= 8'h00;
        rx_ready <= 0;  
        baud_counter <= 0; 
        bit_idx <= 0;
        rx_sync_1 <= 1;
        rx_sync_2 <= 1;
        state <= IDLE;
      end
    else 
      begin
        rx_sync_1 <= rx;         
        rx_sync_2 <= rx_sync_1;  
        rx_ready <= 0;
        case (state)
            IDLE: 
              begin
                data_out <= 8'h00;
                rx_shift <= 8'h00;
                if (!rx_sync_2) 
                  begin   
                    baud_counter <= 0;
                    bit_idx <= 0;
                    state <= START;
                  end
              end
            START:  
              begin
                if (baud_counter >= (BAUD_TICKS / 2) - 1'b1)  
                  begin
                    if (!rx_sync_2)
                      begin
                        baud_counter <= 0;
                        state <= READ; 
                      end
                    else
                        state <= IDLE;  
                  end 
                else
                    baud_counter <= baud_counter + 1'b1;
              end
            READ: 
              begin
                if (baud_counter >= BAUD_TICKS - 1'b1) 
                  begin
                    if (bit_idx < 8)  
                        rx_shift <= {rx_sync_2, rx_shift[7:1]};    
                    else if (bit_idx == 8)
                      begin
                      end 
                    else if (bit_idx > 8)    
                        state <= DONE;
                    bit_idx <= bit_idx + 1'b1;
                    baud_counter <= 0;
                  end 
                else
                    baud_counter <= baud_counter + 1'b1;
              end
            DONE: 
              begin
                data_out <= rx_shift;
                rx_ready <= 1;
                state <= IDLE;
              end
        endcase
    end
end
endmodule
module uart_tx #(parameter  BAUDRATE = 115200, 
                            CLOCK_FREQ = 27000000)
(
    input clock,           
    input n_reset,         
    input tx_start,
    input [7:0] data_in,
    output reg tx,
    output reg tx_busy
);
reg [15:0] baud_counter; 
reg [3:0] bit_idx;
reg [9:0] tx_shift;  
localparam BAUD_TICKS = CLOCK_FREQ / BAUDRATE;
reg [1:0] state;
localparam  IDLE = 2'b00,
            SEND = 2'b01,
            DONE = 2'b10;
always @(posedge clock or negedge n_reset)
begin
    if (!n_reset)
      begin
        tx <= 1;
        tx_busy <= 0;
        baud_counter <= 0;
        bit_idx <= 0;
        tx_shift <= 10'b1111111111;
        state <= IDLE;
      end
    else
      begin
        case(state)
            IDLE:
              begin
                tx <= 1;
                tx_busy <= 0; 
                if (tx_start)
                  begin
                    tx_shift <= {1'b1, data_in, 1'b0};   
                    tx_busy <= 1;
                    bit_idx <= 0;
                    baud_counter <= 0;
                    state <= SEND;
                  end
              end
            SEND:
              begin
                if (baud_counter > BAUD_TICKS - 1'b1) 
                  begin  
                    if (bit_idx < 10)                    
                        tx <= tx_shift[bit_idx];                    
                    else 
                        state <= DONE;
                    baud_counter <= 0;    
                    bit_idx <= bit_idx + 1'b1;  
                  end  
                else
                    baud_counter <= baud_counter + 1'b1;
              end
            DONE:
              begin
                tx <= 1;
                tx_busy <= 0;  
                baud_counter <= 0;
                bit_idx <= 0;
                tx_shift <= 10'b1111111111;
                state <= IDLE;
              end
        endcase
      end
end
endmodule
```
`design/flow/constraint.sdc`:
```
current_design top

set clk_period 7.4
set clk_io_pct 0.2

create_clock -name clk0 -period $clk_period [get_ports {sys_clk}]

set non_clock_inputs [all_inputs -no_clocks]
set_input_delay [expr $clk_period * $clk_io_pct] -clock clk0 $non_clock_inputs
set_output_delay [expr $clk_period * $clk_io_pct] -clock clk0 [all_outputs]
```
`design/flow/run.sh`:
```
#!/bin/bash
# OpenROAD 26Q1-2900-gdf79404cd8, Yosys 0.63+post, stock flow scripts
make -C /OpenROAD-flow-scripts/flow DESIGN_CONFIG=/design/flow/config.mk WORK_HOME=/design/flow/orfs finish
```
==> run summary <==
status: finished, final reports clean
fin util: 34.88%
Int Pwr: 1.355 mW
final std cells w/o fill: 1105
cell area power density: 209.8 mW/mm2
hold slack: 0.3589 ns
Die Wd: 157.5 um
DP Area: 0.007599 mm2
peak supply drop: 0.1408 mV
cts repair resizes: 0
DRC: 0
row count: 56
drt via density: 4.843
Startpoint Class: register
yosys cell count: 772
buffer levels on the longest clock path: 2
combinational power share: 1.8%
yosys warning tally: 4
overall power: 1.728 mW
most numerous logic cells after layout: dfrtp_1, nand2_1, o21ai_0, nor2_1, a21oi_1
clock network fraction of total power: 52.9%
Min-Delay Path Depth: 0
Crit Path Class: register to register
root buffer cell: clkbuf_16
number of global-route vias before repair: 5147
fraction of layout cells with a size suffix above 1: 8.397%
RSZ-0062 raised after global routing: no
r2r worst-path depth: 12
Avg Synthesized Cell Area: 9.395 um2
setup TNS: 0 ns
Core Footprint: 0.02361 mm2
Rel. slew slack: 39.96%
net load switching power: 373.1 uW
LEAKAGE: 3.726 nW
WL final: 14100 um
Setup WS pre-CTS: 3.399 ns
Post-synth ARST share: 100.0%
first-pass GRT wire length: 25220 um
Final Max-Slew Violation Tally: 0
Seq share, synth: 48.65%
Fin Clk Skew: 0.009995 ns
Area leader share: 41.40%
# IOs: 11
die area: 0.02480 mm2
Commonest Layout Cell: dfrtp_1
Yosys reg bits: 140
design area: 0.008237 mm2
remaining antenna violation count: 0
distinct lib cells: 61
via count: 5352
post-route setup slack: 3.348 ns
Die Span Y: 157.5 um
GRT Resource Usage Total: 12.72%
kind of end point of the critical path: register
pin count of the biggest net entering global routing: 57
Congestion Overflow GR: 0
dpl hpwl: 9461 um
Initial Util: 30.72%
Setup Buffers After CTS: 0
switching share of power: 21.59%
CP Max Fanout: 42
final setup fails: 0
Tcrit/Tclk final: 54.76%
Worst Hold Class: register to register
antenna cells: 0
ys flop type: dfrtp_1
final hold violation count: 0
CTS H-tree lvls: 4
Detailed Routing Iterations Pass 1: 5
gpl congestion: 0.8429
largest area contributor in the netlist: dfrtp_1
maxcap violations: 0
wire per inst: 12.76 um
Iter 0 DRT Violations: 283
Clock transition at path regs: 0.06 ns
Seq pwr share: 45.4%
clock sinks: 140
Synth Instances: 772
synth top area cells: dfrtp_1, dfstp_2, ha_1, nand2_1, o21ai_0
fin crit period: 4.052 ns
placed cell count: 1073
initial antenna violation count: 0
Syn-to-layout area delta: 13.56%
Log Warnings: 32
crit path DRT: 7.74 ns
measured slew at the worst slew-check pin: 0.8947 ns
crit path DAT: 4.40 ns
highest clock rate: 246.8 MHz
CTS Buf Count: 17
CTS tree: done
yosys stat chip area: 0.007253 mm2
CTS Hold Bufs: 0
Port Buffer Count: 5
Synth Cell Area: 0.007253 mm2
EDFF count, synth: 0
clk ins delay skew pair: 0.42 ns
==> synthesized netlist by cell type, drive strengths merged (8+ instances only) <==
cell type  number
nor2           54
nand2         111
ha             34
a21oi          46
and2           13
buf            12
nor3           15
o31ai          14
mux2i          10
o21ai          66
dfrtp         120
dfstp          20
nand3          27
nor2b          15
nand4          12
a31oi          10
nand2b         22
and3           10
inv            31
xor2            8
nor4           10
o211ai         10
clkbuf         19
==> critical path: stages, from the launching register on <==
cell       delay (ns)
dfstp_2          0.37
nor2_1           0.21
nand2_1          0.13
nor4_1           0.54
nand3b_1         0.17
xor2_1           0.18
ha_1             0.31
a21oi_1          0.15
o21a_1           0.13
a2bb2oi_1        0.42
nand4_4          0.55
or4_1            0.66
a21oi_1          0.14
==> final cells by class <==
cell class / instances / area (um2)
inverters: 31 / 116.4
well taps: 319 / 399.1
clock buffers: 17 / 425.4
fillers: 2302 / 15380
multi-input cells: 574 / 3473
repair buffers: 9 / 81.33
clock inverters: 15 / 212.7
flip-flops and latches: 140 / 3528
==> state kept, by name, indices dropped and copies added (netlist names), 4 cells and up, named ones only <==
signal and cells:
copy_rx_data 8, outt1.pulse_counter 25, outt1.pulse_width 4, outt1.state 4, pulse_rate 4, rx1.baud_counter 16, rx1.bit_idx 4, rx1.data_out 8
rx1.rx_shift 8, rx1.state 4, tx1.baud_counter 16, tx1.bit_idx 4, tx1.tx_shift 4
==> final timing paths <==
kind	start	end	slack [ns]
min reg2reg	rx1.rx_sync_1	rx1.rx_sync_2	0.36
max in group asynchronous	sys_rst_n	rx1.baud_counter[5]	4.78
min	rx1.rx_sync_1	rx1.rx_sync_2	0.36
min in group asynchronous	sys_rst_n	tx1.baud_counter[2]	0.93
max	register	outt1.pulse_counter[22]	3.35
max reg2reg	register	outt1.pulse_counter[22]	3.35
==> power groups by stage <==
stage	clock network [mW]	logic (mW)	registers, mW
5_1_grt	0.976	0.0372	0.785
6_report	0.913	0.0307	0.784
4_1_cts	0.941	0.0326	0.784
==> per-layer routing <==
layer	GRT usage, %	wire length (um)
met1	19.99	7281
met5	0	0
met4	1.433	131
met3	2.411	349
met2	19.11	6339
==> cells by family (layout without fill, tap and decap cells) <==
logic type	Yosys count	after routing	synth area share [%]
AND/OR/NAND/NOR	315	315	21.41
AND-OR/OR-AND	194	194	17.01
flip-flops	140	140	48.65
buffers and inverters	62	72	3.674
adder cells (fa/ha/maj)	34	34	5.865
XOR/XNOR	15	15	1.811
multiplexers	11	11	1.535
other	1	5	0.05170
Power figures rest on the tool's default switching activity, not on a simulated workload.
